--- design/flow/run.sh ---
#!/bin/bash
# OpenROAD 26Q1-2900-gdf79404cd8, Yosys 0.63+post, stock flow scripts
make -C /OpenROAD-flow-scripts/flow DESIGN_CONFIG=/design/flow/config.mk WORK_HOME=/design/flow/orfs finish
--- design/flow/config.mk ---
export PLATFORM = sky130hd
export DESIGN_NAME = Bit_Gen
export DESIGN_NICKNAME = Bit_Gen
export VERILOG_FILES = /design/flow/design.v
export SDC_FILE = /design/flow/constraint.sdc
export NUM_CORES = 4
export LEC_CHECK = 1
export CORE_UTILIZATION = 40
--- design/flow/constraint.sdc ---
current_design Bit_Gen

set clk_period 3.6
set clk_io_pct 0.2

create_clock -name clk0 -period $clk_period [get_ports {clk}]

set non_clock_inputs [all_inputs -no_clocks]
set_input_delay [expr $clk_period * $clk_io_pct] -clock clk0 $non_clock_inputs
set_output_delay [expr $clk_period * $clk_io_pct] -clock clk0 [all_outputs]
--- design/flow/design.v ---
`timescale 1ns / 1ps
module Bit_Gen(
	 input wire clk,
    input wire [9:0] h_count,
    input wire [8:0] v_count,
	 input wire [15:0] port_b_out,
	 output reg [13:0] port_b_address,
    output reg [7:0] red,
    output reg [7:0] green,
    output reg [7:0] blue
    );
	reg [2:0] state = 0;
	always@(posedge(clk))
	begin
		state <= state + 1;
	end
	always@(posedge(clk))
	begin
		if(state == 3'd2)
		begin
			port_b_address = (port_b_out * 128) + 1020 + h_count[2:0] + (v_count[3:0] * 8);		 
		end
		else if(state == 3'd0)
		begin
			port_b_address = h_count[9:3] + (v_count[8:4] * 60);  
		end
		else if(state == 3'd4)
		begin
			red = {port_b_out[15:11],{3{port_b_out[11]}}};
			green = {port_b_out[10:6],{3{port_b_out[6]}}};
			blue = {port_b_out[5:0],{2{port_b_out[0]}}};
		end
	end
endmodule
==> results.json <==
{
  "outcome": "completed",
  "worstPathMaxFanout": 4,
  "top_cells_by_count": "edfxtp_1, ha_1, inv_1",
  "viasPerCell": 4.76,
  "hold_buffers": 0,
  "r2r-start": "state[0]",
  "yosysMostFrequentCell": "edfxtp_1",
  "cellPowerDensity_nw_per_um2": 384,
  "warnings": 34,
  "min_path_cells": 1,
  "drive_gt1_frac": 0.205,
  "num_rows": 26,
  "dr.first_iter.drc_count": 63,
  "die-area_um2": 5890,
  "ir_worst_vdd_mv": 0.252,
  "setup_tns_ns": 0,
  "avgSynthCellArea_um2": 11.2,
  "fin_skew_ns": 0.00307,
  "overflow": 0,
  "area_growth_pct": 51.6,
  "place_area_um2": 3200,
  "cts.clk_slew.worst_paths_ns": 0.06,
  "grt_pass1_wl_mm": 7.65,
  "drt-pass1-iter-count": 6,
  "maxSlewHeadroom": 0.451,
  "cts_buffers": 5,
  "gp_congestion": 0.791,
  "grt_pass1_vias": 1632,
  "regToRegSetupSlack_ns": 1.76,
  "die_w_um": 76.7,
  "setup_viol": 0,
  "hold_path_class": "reg2reg",
  "synth-main-ff-cell": "edfxtp_1",
  "io_pins": 74,
  "antenna_found_initial": 0,
  "drt_wl_total_mm": 4.58,
  "grt_max_degree": 17,
  "synth_stat.cells": 200,
  "top_area_frac": 0.403,
  "nFillCells": 429,
  "hpwl_mm": 3.69,
  "r2r-end": "port_b_address[9]",
  "cts_root_buf": "clkbuf_8",
  "cp-start-kind": "input pin",
  "netlist_top_cells_area": "edfxtp_1, ha_1, fa_1",
  "yosys.area.top_type": "edfxtp_1",
  "finalPower_mw": 1.30,
  "synthArstFlopShare": 0,
  "clock.latency.late_pin_ns": 0.28,
  "grt_usage": 0.168,
  "ant_nets": 0,
  "postSynthCellCount": 200,
  "die.size.y_um": 76.7,
  "coreArea_um2": 5240,
  "vias": 1772,
  "arrival_ns": 3.65,
  "fp_util": 0.426,
  "design_area_um2": 3390,
  "yosysUniqueCellTypes": 47,
  "enable_flop_cells": 30,
  "fin_crit_ns": 3.52,
  "end_kind": "flip-flop",
  "crit_type": "in2reg",
  "clock-sinks": 33,
  "n_antenna_cell": 0,
  "startpoint": "v_count[6]",
  "holdPathEnd": "state[0]",
  "yosysChipArea_um2": 2230,
  "finalHoldViolCount": 0,
  "drv_slew": 0,
  "rr_worst_depth": 5,
  "routedWlPerCell_um": 12.3,
  "cts_buffer_depth": 2,
  "timing.hold.ws_ns": 0.437,
  "synth_flops": 33,
  "drc": 0,
  "worst_slew_pin_slew_ns": 0.822,
  "drv_cap": 0,
  "synth_warnings": 1,
  "min_period_over_period": 0.979,
  "leakage_nw": 1.36,
  "synth_seq_share": 0.430,
  "min_from": "state[0]",
  "max_clock_freq_ghz": 0.284,
  "cts_tree": "yes",
  "htreeDepth": 2,
  "syn_area_um2": 2230,
  "io_buffers": 73,
  "crit_required_ns": 3.73,
  "rsz0062_at_grt": "true"
}
layout make-up:
| cell class | instances | area, µm² | share of cell area |
|---|---|---|---|
| multi-input combinational | 136 | 1190 | 0.351 |
| timing repair buffer | 104 | 963 | 0.285 |
| clock buffer | 6 | 72.6 | 0.0214 |
| inverter | 21 | 78.8 | 0.0233 |
| sequential | 33 | 961 | 0.284 |
| tap | 70 | 87.6 | 0.0259 |
| clock inverter | 2 | 33.8 | 0.00998 |
worst max-delay path: stages:
cell,delay [ns]
buf_8,0.10
fa_1,0.51
fa_1,0.51
inv_1,0.06
fa_2,0.36
xnor2_2,0.20
ha_4,0.23
and2_4,0.15
a22o_1,0.19
o211a_1,0.25
a31o_1,0.22
a31oi_1,0.15
layer usage:
layer,GRT usage,vias up,share of wire
met4,0.0192,0,0.011
met5,0,-,0
li1,-,916,-
met3,0.0242,5,0.042
met2,0.246,35,0.46
met1,0.289,816,0.48
cells in the final DEF, fill, tap and decap left out, drive strengths merged, types with 4 or more instances in the layout:
master	netlist	final
a211oi	4	4
buf	8	34
clkbuf	2	6
clkdlybuf4s50	0	69
edfxtp	30	30
fa	8	8
ha	21	21
inv	21	21
nand2	18	18
nand2b	4	4
nor2	12	12
o211ai	5	5
o21ai	10	10
or3	4	4
xnor2	7	7
xor2	5	5
where the power goes:
part	internal, mW	total (mW)	switching [mW]
registers	0.425	0.425	0
clock network	0.204	0.331	0.127
logic	0.306	0.545	0.238
total	0.935	1.30	0.365
how the worst max path moves through the flow:
| stage | end | slack (ns) | cells after the start |
|---|---|---|---|
| 6_report | port_b_address[10] | 0.08 | 12 |
| 5_1_grt | port_b_address[10] | -0.04 | 12 |
| 4_1_cts | port_b_address[10] | -0.06 | 12 |
kinds of logic (layout without fill, tap and decap cells):
kind of cell	Yosys count	after routing	share of synthesized area
buffers and inverters	31	133	0.0655
and+or+nand+nor	53	53	0.124
DFF	33	33	0.430
adders and majority gates	29	29	0.189
AOI/OAI and AO/OA	42	42	0.144
xor gates and xnor gates	12	12	0.0471
sequential cells by signal, indices dropped and copies added (netlist names):
name / count
port_b_address: 14
blue: 6
green: 5
red: 5
state: 3
stage by stage:
stage / instances / util / setup slack [ns]
floorplan: 200 / - / -0.133
global placement: 362 / 0.611 / -0.708
detailed placement: 362 / 0.611 / -0.737
CTS: 371 / 0.639 / -0.0597
global route: 372 / 0.646 / -0.0450
finish: 372 / 0.646 / 0.0770
repair_timing:
action,in CTS,in global routing
setup endpoints to repair,7,5
setup buffers,1,1
gates resized,22,6
endpoints found under the hold margin,0,0
pin swaps,19,9
Power and IR drop assume default switching activity.
