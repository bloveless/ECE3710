--- flow/config.mk ---
export PLATFORM = sky130hd
export DESIGN_NAME = LCD_Controller
export DESIGN_NICKNAME = LCD_Controller
export VERILOG_FILES = /design/flow/design.v
export SDC_FILE = /design/flow/constraint.sdc
export NUM_CORES = 4
export LEC_CHECK = 1
export CORE_UTILIZATION = 30
--- flow/constraint.sdc ---
current_design LCD_Controller

set clk_period 3.3
set clk_io_pct 0.2

create_clock -name clk0 -period $clk_period [get_ports {NineMHz}]
create_clock -name clk1 -period $clk_period [get_ports {clk}]

set non_clock_inputs [all_inputs -no_clocks]
set_input_delay [expr $clk_period * $clk_io_pct] -clock clk0 $non_clock_inputs
set_output_delay [expr $clk_period * $clk_io_pct] -clock clk0 [all_outputs]
--- flow/design.v ---
`timescale 1ns / 1ps
module LCD_Controller(
	 input wire clk,
    input wire NineMHz,
	 output wire tft_clk,
	 output reg tft_display,
	 output reg led_en,
	 output reg tft_en,
	 output wire tft_de,
	 output [9:0] h_count,
	 output [8:0] v_count
    );
	initial
	begin
		tft_display = 0;
		tft_en = 1;
		led_en = 0;
	end
	reg [24:0] start_up_counter = 0;
	reg state = 0;
	reg [9:0]  h = 0;		 
	reg [8:0]  v = 0;		 
	wire [9:0] h_count;	 
	wire [8:0] v_count;	 
	reg clk_enable = 0;
	reg clk_high = 0;
	assign h_count = h - 10'd44;
	assign v_count = v - 9'd16;
	assign tft_clk = (NineMHz & clk_enable) | clk_high;
	reg de1 = 0;
	reg de2 = 1;
	assign tft_de = de1 & de2;
	always@(posedge(clk))
	begin
		if(state == 0)
		begin
			if(start_up_counter == 25'd3750000)
			begin
				clk_high = 1;
				tft_display = 1;
				de1 = 1;
			end
			else if(start_up_counter == 25'd15750000)
			begin
				led_en = 1;
				state = 1;
			end
			start_up_counter = start_up_counter + 1;
		end
		else
		begin
			clk_enable = 1;
			clk_high = 0;
		end
	end
	always@(posedge(NineMHz))
	begin
		if(state == 1)
		begin
			if(h == 10'd524)
			begin
				h = 0;
				if(v == 9'd287)
				begin
					v = 0;
				end
				else
				begin
					v = v + 1;
				end
			end
			else
			begin
				h = h + 1;
			end
			if((h >= 10'd45) && (v >= 9'd16))
			begin
				de2 = 1;
			end
			else
			begin
				de2 = 0;
			end
		end
	end
endmodule
--- flow/run.sh ---
#!/bin/bash
# OpenROAD 26Q1-2900-gdf79404cd8, Yosys 0.63+post, stock flow scripts
make -C /OpenROAD-flow-scripts/flow DESIGN_CONFIG=/design/flow/config.mk WORK_HOME=/design/flow/orfs finish
==> impl_metrics.ini <==
; synthesis and place-and-route metrics
[final_layout]
comb_area_sq_um = 1330
final_util = 0.368
drive_above_1_share = 0.109
final_cell_mix = edfxtp_1, xnor2_1, clkdlybuf4s50_1, xor2_1, nand2_1
fill_cells = 921
regArea_sq_um = 1480
lay_top_count = edfxtp_1
syn2layout_area_growth_pct = 16.8
final_area_sq_um = 3450
stdcell_count = 414

[worst_setup_path]
slowest_stage = clkdlybuf4s50_1
slowest_delay_ns = 0.40
cpLargestDelayFamily = buffers and inverters
cpMostUsedCell = clkbuf_8
worst_r2r_startpoint = h[2]
cp-startpoint = NineMHz
cp.arrival_ns = 2.45
cp-end-kind = output pin
worstSetupPathType = clk2out
critical_path_peak_fanout = 2
path_cells = clkbuf_8 -> clkbuf_8 -> a21o_1 -> clkdlybuf4s50_1
cp.required_ns = 2.64
worst-r2r-setup-slack_ns = 0.69
start_kind = clock port
critPathBufInv = 3

[placed_design]
place_area_sq_um = 3270
place_inst = 400
routabilityCongestion = 0.832
place_ws_ns = 0.462
port_buffers = 23
dp_hpwl_um = 3590

[power]
sw_frac_of_total = 0.184
intPower_mw = 1.02
total_power_mw = 1.25
power_frac_seq = 0.546
power_leakage_nw = 1.32
p_sw_mw = 0.231
p_per_area_nw_per_um2 = 364
p_comb_frac = 0
power.share.clock = 0.454
ir_drop_mv = 0.211

[global_routing]
grt_overflow = 0
grt.total_usage = 0.110
antenna_found_initial = 0
grt_max_degree = 27
grt_pass1_vias = 1784
grt_first_pass_wirelength_um = 8600

[route]
antenna_cells = 0
drc = 0
wl_um = 5190
firstDrtPassIters = 4
viasPerCell = 4.63
routedWlPerCell_um = 12.5
ant_nets = 0
num_vias = 1918
drt_iter0_markers = 122

[cts]
cts.clk_slew.worst_paths_ns = 0.07
cts_tree = yes
postCtsSetupBuffers = 0
ctsResizeCount = 0
cts_hold_buf = 0

[yosys]
yosys_warnings = 1
avgSynthCellArea_sq_um = 11.3
ys_ff = 50
async_flop_share = 0
edf_count = 48
ys_seq_frac = 0.501
yosys_cells = 262
ys_types = 54
netlist_instances = 262
syn_area_sq_um = 2960
yosysChipArea_sq_um = 2960
ff_type = edfxtp_1

[floorplan]
fp.dieW_um = 101
ios = 26
fp.coreArea_sq_um = 9370
chipHeight_um = 101
std_cell_rows = 35
fp_util = 0.315
dieArea_sq_um = 10300

[timing]
worstMarginPinSlew_ns = 0.654
holdWs_ns = 0.463
finalClockSkew_ns = 0.00775
setup_violations = 0
worst_slack_ns = 0.187
rsz0062_at_grt = false
tns_ns = 0
slew_headroom = 0.563
timing.final.max_slew_violations = 0
finalHoldViolCount = 0

[run_status]
status = finished, final reports clean

[min_path]
min-delay-start = clk_high
hold_class = reg2reg

[flow_run]
maxCapViolations = 0
warnings = 32
worst reg2reg max path: stages (launching register included):
cell	delay, ns
edfxtp_1	0.46
ha_1	0.34
nor4b_4	0.32
and2_0	0.60
a31oi_1	0.19
o41a_1	0.45
cell usage after synthesis (7+ instances only):
library cell | number | share of area
xor2_1 | 20 | 0.059
buf_4 | 7 | 0.018
nand2_1 | 17 | 0.022
nand4_1 | 11 | 0.023
nand3_1 | 12 | 0.020
ha_1 | 9 | 0.038
nor2_1 | 16 | 0.020
and3_1 | 7 | 0.015
clkbuf_1 | 7 | 0.0089
edfxtp_1 | 48 | 0.49
xnor2_1 | 25 | 0.074
inv_1 | 12 | 0.015
sequential cells by signal, indices dropped and copies added (netlist names):
register and cells:
v 9, clk_high 1, state 1, de2 1, tft_display 1, start_up_counter 25, clk_enable 1, led_en 1
h 10
layout make-up:
type                            instances  area share
Tap cell                              129      0.0468
Inverter                               12      0.0130
Timing Repair Buffer                   25      0.0703
Sequential cell                        50       0.429
Clock buffer                           13      0.0507
Clock inverter                          2     0.00362
Multi-Input combinational cell        183       0.386
power groups by stage:
stage / Clock (mW) / Sequential (mW) / Combinational [mW]
global route: 0.617 / 0.684 / 0.000565
finish: 0.570 / 0.685 / 0.000347
CTS: 0.592 / 0.684 / 0.000375
path summary, 6_finish.rpt:
check | end | depth (start not counted)
setup / recovery | tft_clk | 4
hold / removal | clk_high | 1
setup reg to reg | de2 | 5
hold reg to reg | clk_high | 1
max in group clk1 | tft_display | 3
min in group clk0 | v[2] | 1
routing by layer:
layer  vias up  share of wire  track usage
met5         -              0            0
met4         0          0.016       0.0256
met3         8          0.033       0.0224
met2        33           0.44        0.160
met1       900           0.52        0.175
li1        977              -            -
kinds of logic after synthesis:
logic type,Yosys count,share of synthesized area
other,1,0.00127
buffers and inverters,32,0.0516
adder cells (fa/ha/maj),9,0.0381
XOR/XNOR,45,0.133
AND/OR/NAND/NOR,103,0.216
AND-OR/OR-AND,20,0.0508
flip-flops,50,0.501
multiplexers,2,0.00762
Power is estimated from default activity; no workload was simulated.
