==> flow/design.v <==
`timescale 1ns / 1ps
module Clock_Divider(
    input wire clk,
    output wire NineMHz
    );
	reg [3:0] counter = 0;
	assign NineMHz = !counter[3] & !counter[2] & !counter[1] & !counter[0];
	always@(posedge(clk))
	begin
		if(counter == 4'd7)
		begin
			counter = 0;
		end
		else
		begin
			counter = counter + 1;
		end
	end
endmodule
==> flow/run.sh <==
#!/bin/bash
# OpenROAD 26Q1-2900-gdf79404cd8, Yosys 0.63+post, stock flow scripts
make -C /OpenROAD-flow-scripts/flow DESIGN_CONFIG=/design/flow/config.mk WORK_HOME=/design/flow/orfs finish
==> flow/config.mk <==
export PLATFORM = sky130hd
export DESIGN_NAME = Clock_Divider
export DESIGN_NICKNAME = Clock_Divider
export VERILOG_FILES = /design/flow/design.v
export SDC_FILE = /design/flow/constraint.sdc
export NUM_CORES = 4
export LEC_CHECK = 1
export CORE_AREA = 10 10 70 70
export DIE_AREA = 0 0 80 80
==> flow/constraint.sdc <==
current_design Clock_Divider

set clk_period 1.0
set clk_io_pct 0.2

create_clock -name clk0 -period $clk_period [get_ports {clk}]

set non_clock_inputs [all_inputs -no_clocks]
set_input_delay [expr $clk_period * $clk_io_pct] -clock clk0 $non_clock_inputs
set_output_delay [expr $clk_period * $clk_io_pct] -clock clk0 [all_outputs]
==> run summary <==
Fmax - 0.864 GHz
Antenna cell count - 0
PD cells - 1090 nW/µm²
Tool warnings - 27
Max_cap viols - 0
Cts-stage hold buffer count - 0
Die Span X - 80 µm
Worst slew pin tran - 0.193 ns
Hold Path Class - flop to flop
Critical path type - flop to output port
Hold endpoint - counter[2]$_SDFF_PN0_
Slew HR - 87.0%
Register share of total power - 44.2%
Leakage - 0.124 nW
Synth Seq Share - 52.5%
Compound Share, Synth - 8.20%
Pin count of the biggest net entering global routing - 5
GRT Util Overall - 1.51%
Routed WL - 406 µm
Yosys Instances - 14
Chip Area, Yosys - 153 µm²
Hold Crit Depth - 2
Number of global-route vias before repair - 157
Syn. warnings - 1
Cell Int Power - 0.292 mW
CTS HTree Levels - 1
Post-Syn Area - 153 µm²
Area Growth Syn to Fin - 115%
Slew Viols, Final - 0
Post-synthesis register bit count - 4
NetSw - 0.0654 mW
Skew final - 0.00341 ns
Syn Inst Count - 14
Worst VDD drop - 0.507 mV
Boundary Pins - 2
Power, Total - 0.357 mW
FF-to-FF setup slack - -0.02 ns
Minimum clock period - 1.16 ns
Die ar. - 6400 µm²
IO Port Bufs - 1
First-pass GRT wire length - 759 µm
Max FFs per register - 4
Synthesized area per cell - 10.9 µm²
Initial antenna violation count - 0
Max Buffers Root-to-Sink - 2
Status - finished, violations left
CP max FO - 2
Worst Hold Launch - counter[2]$_SDFF_PN0_
Clock power share - 55.8%
Switch share - 18.3%
Drt drc - 0
Vias/cell - 2.04
Routed via count - 143
Initial Util - 4.47%
Comb area leader - simple AND/OR/NAND/NOR gates
Cell Type Count - 9
Detailed Route Iter0 Violations - 2
CTS sink cnt - 4
Final tally of hold violations - 0
Register-to-Register Path Depth - 4
CTS tree - built
Pre-CTS setup slack - -0.528 ns
Gate power share - 0%
Final Worst Setup Slack - -0.158 ns
Total CTS buffers - 3
RePlAce Congestion - 0.638
Die Ht - 80 µm
Clock Tree Root - clkbuf_4
Worst-path clk slew - 0.04 ns
Synthesized-area fraction occupied by adder cells - 8.20%
1st-pass router iterations - 3
FF-to-FF Start - counter[1]$_SDFF_PN0_
Clock insertion delay at the later pin of the skew report - 0.24 ns
Core area - 3420 µm²
Unrepaired setup endpoints after global routing - yes
CP required - 0.80 ns
Reg-to-reg critical path endpoint - counter[3]$_SDFF_PN0_
Failing checks - setup timing
Simple-Gate Area Share - 13.1%
Crit path DAT - 0.96 ns
GRT overflow - 0
Final Setup Violations - 2
DP Wirelength - 255 µm
Synth mux share - 7.38%
Crit end category - output port
Crit path launch type - flop
Num rows - 21
Tcrit/Tclk final - 116%
Final ANT Viol Nets - 0
Post-Synth XOR/XNOR Area - 5.74%
Detail-routed net length per standard cell - 5.80 µm
Ratio of cells with drive above 1 in the final layout - 70.8%
-- cell families (layout without fill, tap and decap cells) --
logic type	after synthesis	count (layout)
AOI/OAI and AO/OA	2	2
xor gates and xnor gates	1	1
adders and majority gates	1	1
buffers and inverters	2	12
DFF	4	4
muxes	1	1
and+or+nand+nor	3	3
-- per-layer routing --
metal / vias up / global-route usage, % / routed length [µm]
met1: 65 / 1.94 / 209
met4: 0 / 0.528 / 11
li1: 70 / - / -
met3: 3 / 1.14 / 40
met2: 5 / 1.85 / 145
met5: - / 0 / 0
-- worst max-delay path, stage by stage, from the launching register on --
cell and delay, ns:
dfxtp_2 0.32, nor4_4 0.26, buf_2 0.14
-- repair_timing --
item / CTS / global route
pin swaps: 3 / 2
endpoints found under the setup margin: 4 / 5
setup buffers: 1 / 1
resized: 10 / 5
-- area by class of cell --
cell class,instances,area [µm²]
clock buffer,3,22.5
fill,407,3090
inverter,2,7.51
multi-input combinational,8,92.6
sequential,4,86.3
tap,46,57.6
timing repair buffer,7,61.3
-- cell usage after synthesis --
cell type | n | share of area, %
ha_1 | 1 | 8.2
xor2_1 | 1 | 5.7
dfxtp_1 | 4 | 52
nand3_2 | 1 | 6.6
nor2_1 | 1 | 2.5
mux2_1 | 1 | 7.4
nor4_1 | 1 | 4.1
a31oi_1 | 2 | 8.2
inv_1 | 2 | 4.9
-- power by group through the flow --
| stage | clock network (mW) | registers [mW] | logic (mW) |
|---|---|---|---|
| final | 0.200 | 0.158 | 0.0000000760 |
| after global routing | 0.213 | 0.158 | 0.0000000760 |
| after CTS | 0.203 | 0.160 | 0.0000000749 |
-- cells in the final DEF, fill, tap and decap left out --
cell      n
a31oi_1   2
buf_2     1
buf_4     3
buf_6     3
clkbuf_4  3
dfxtp_1   1
dfxtp_2   2
dfxtp_4   1
ha_4      1
inv_1     1
inv_2     1
mux2_1    1
nand3_2   1
nor2_1    1
nor4_4    1
xor2_1    1
-- through the flow --
| stage | TNS (ns) | cells | util [%] | cell area (µm²) | hold WS (ns) |
|---|---|---|---|---|---|
| 2_1_floorplan | 0 | 14 | - | 155 | 0.463 |
| 6_report | -0.180 | 70 | 9.60 | 328 | 0.589 |
| 3_3_place_gp | -0.557 | 67 | 7.84 | 268 | 0.523 |
| 4_1_cts | -0.454 | 70 | 9.38 | 320 | 0.637 |
| 3_5_place_dp | -0.570 | 67 | 7.84 | 268 | 0.541 |
| 5_1_grt | -0.276 | 70 | 9.60 | 328 | 0.606 |
-- how the worst max path moves through the flow --
| stage | start | endpoint | slack, ns | depth (start not counted) |
|---|---|---|---|---|
| after CTS | counter[0]$_SDFF_PN0_ | NineMHz | -0.20 | 2 |
| after global routing | counter[2]$_SDFF_PN0_ | NineMHz | -0.22 | 2 |
| final | counter[2]$_SDFF_PN0_ | NineMHz | -0.16 | 2 |
No activity file was given, so power comes from the tool's default toggle rates.
